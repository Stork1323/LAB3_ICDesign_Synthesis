`flow/design.v`:
```
module adder_4bit(
	input logic [3:0] a_i,
	input logic [3:0] b_i,
	output logic [3:0] s_o
	);
	logic [3:0] c_w;
	full_adder A0(a_i[0], b_i[0], 1'b0, s_o[0], c_w[0]);
	full_adder A1(a_i[1], b_i[1], c_w[0], s_o[1], c_w[1]);
	full_adder A2(a_i[2], b_i[2], c_w[1], s_o[2], c_w[2]);
	full_adder A3(a_i[3], b_i[3], c_w[2], s_o[3], c_w[3]);
endmodule
module counter_4bit(
	input logic clk_i,
	input logic rst_ni,
	input logic sel_i,
	output logic [3:0] out_o
	);
	logic [3:0] add_d, sub_d, out_d;
	adder_4bit A0(out_d, 4'b1, add_d);
	subtractor_4bit S0(out_d, 4'b1, sub_d);
	always_ff @(posedge clk_i or negedge rst_ni) begin
		if (!rst_ni) out_d <= 4'b0;
		else begin
			if (sel_i) out_d <= add_d;
			else if (!sel_i) out_d <= sub_d;
			else out_d <= out_o;
		end
	end
	assign out_o = out_d;
endmodule
module full_adder(
	input logic a_i,
	input logic b_i,
	input logic c_i,
	output logic s_o,
	output logic c_o
	);
	assign s_o = a_i ^ b_i ^ c_i;
	assign c_o = (a_i & b_i) | (a_i & c_i) | (b_i & c_i);
endmodule
module full_subtractor(
	input logic a_i,
	input logic b_i,
	input logic c_i,
	output logic d_o,
	output logic b_o
	);
	assign d_o = a_i ^ b_i ^ c_i;
	assign b_o = ((~a_i) & (b_i ^ c_i)) | (b_i & c_i);
endmodule
module subtractor_4bit(
	input logic [3:0] a_i,
	input logic [3:0] b_i,
	output logic [3:0] d_o
	);
	logic [3:0] b_w;
	full_subtractor S0(a_i[0], b_i[0], 1'b0, d_o[0], b_w[0]);
	full_subtractor S1(a_i[1], b_i[1], b_w[0], d_o[1], b_w[1]);
	full_subtractor S2(a_i[2], b_i[2], b_w[1], d_o[2], b_w[2]);
	full_subtractor S3(a_i[3], b_i[3], b_w[2], d_o[3], b_w[3]);
endmodule
module synth_wrapper(
	input wire rst_n,
	input wire clk,
	input wire sel,
	output reg [3:0] out
	);
	reg sel_reg;
	reg [3:0] out_reg;
	always @(posedge clk, negedge rst_n) begin
		if (~rst_n) begin
			sel_reg <= 1'b0;
			out <= 4'b0000;
		end
		else begin
			sel_reg <= sel;
			out <= out_reg;
		end
	end
	counter_4bit C0(clk, rst_n, sel_reg, out_reg);
endmodule
```
`flow/run.sh`:
```
#!/bin/bash
# OpenROAD 26Q1-2900-gdf79404cd8, Yosys 0.63+post, stock flow scripts
make -C /OpenROAD-flow-scripts/flow DESIGN_CONFIG=/design/flow/config.mk WORK_HOME=/design/flow/orfs finish
```
`flow/config.mk`:
```
export PLATFORM = sky130hd
export DESIGN_NAME = synth_wrapper
export DESIGN_NICKNAME = synth_wrapper
export VERILOG_FILES = /design/flow/design.v
export SDC_FILE = /design/flow/constraint.sdc
export NUM_CORES = 4
export LEC_CHECK = 1
export CORE_AREA = 10 10 70 70
export DIE_AREA = 0 0 80 80
```
`flow/constraint.sdc`:
```
current_design synth_wrapper

set clk_period 1.3
set clk_io_pct 0.2

create_clock -name clk0 -period $clk_period [get_ports {clk}]

set non_clock_inputs [all_inputs -no_clocks]
set_input_delay [expr $clk_period * $clk_io_pct] -clock clk0 $non_clock_inputs
set_output_delay [expr $clk_period * $clk_io_pct] -clock clk0 [all_outputs]
```
==> flow_summary.ini <==
; physical design summary
[run_status]
status = finished, final reports clean

[cts]
cts_buffers = 3
tritoncts_clock_tree = yes
worst_skew_pair.late_latency_ns = 0.26
cts.clk_slew.worst_paths_ns = 0.06
clkSinkCount = 9
post_cts.repair.setup_buffers = 0
cts-htree-levels = 1
holdBufCountCts = 0
cts_buffer_depth = 2
cts-root-buf = sky130_fd_sc_hd__clkbuf_4

[critical_path]
worst_path_max_delay_cell = sky130_fd_sc_hd__dfrtp_1
setup.worst_path.class = reg -> out
worst-r2r-cell-count = 3
timing.critical_path.buf_inv = 1
critical-path-top-delay-family = flip-flops
arrival_time_of_the_worst_setup_path_ns = 0.85
endpoint_kind = output port
worst_setup_path_start_kind = register
cp_cell_sequence = dlygate4sd2_1
worstPathMaxFanout = 1
cp.depth = 1
slowest_delay_ns = 0.36
worst_ep_required_time_ns = 1.04

[floorplan]
die_area_mm2 = 0.00640
floorplan.core_util_pct = 8.64
rows = 21
core_mm2 = 0.00342
floorplan.die.height_um = 80
io_pins = 7
chipWidth_um = 80

[synth]
yosysWarningCount = 2
netlist_instances = 19
synth_cell_types = 9
synth_area_um2 = 295
yosysChipArea_um2 = 295
yosysCellCount = 19
synth_flops = 9
synth.yosys.seq_area_share_pct = 76.3
avgSynthCellArea_um2 = 15.5

[sta]
finalHoldViolations = 0
max-slew-margin-rel_pct = 74.6
finalClockPeriodUsage_pct = 85.4
max_slew.worst_pin.slew_ns = 0.380
final.setup_skew_ns = 0.00655
grt_setup_unrepaired = no
layout_min_cycle_time_ns = 1.11
timing.setup.tns_ns = 0
fmax_mhz = 900
final_max_slew_viol_count = 0
setup-violations-final = 0

[drt]
drt_first_iter_violations = 18
post-route-drc-count = 0
detail_route.vias_per_cell = 2.28
antenna_violating_nets_post_route = 0
antenna-diode-count = 0
routed-via-count = 171
dr.pass1.iters = 2
wirelength_um = 482
wire_per_inst_um = 6.43

[global_route]
grt_max_degree = 10
grt.overflow.total = 0
grt_antenna_before_repair = 0
grt_pass1_vias = 149
grt_first_pass_wirelength_um = 710
global_route.usage.total_pct = 1.40

[place]
numPortBuffers = 6
globalplace.congestion = 0.707
detailedPlacementHpwl_um = 347

[flow_run]
stage_log_warnings = 25
cap_viol_max_count = 0

[finish]
layout_top_cell = sky130_fd_sc_hd__dfrtp_1
post_route_cells_drive_above_1_share_pct = 17.2
layout-area-overhead-vs-synth_pct = 48.7
filler_cell_count = 390
layout_top_cells = 9 x sky130_fd_sc_hd__dfrtp_1, 3 x sky130_fd_sc_hd__xnor2_1, 3 x sky130_fd_sc_hd__clkbuf_4, 3 x sky130_fd_sc_hd__dlygate4sd2_1, 2 x sky130_fd_sc_hd__clkdlybuf4s50_1
final_core_utilization_pct = 12.9

[pwr]
worst_ir_drop_vdd_mv = 0.323
p_leak_nw = 0.178
power_mw = 0.813
p_per_area_mw_per_mm2 = 1850

[min_path]
min-delay-path-class = in -> async
## cell type report
| class | instances | area (µm²) | share of cell area, % |
|---|---|---|---|
| well taps | 46 | 57.6 | 13.1 |
| clock buffers | 3 | 22.5 | 5.13 |
| flip-flops and latches | 9 | 225 | 51.3 |
| multi-input cells | 9 | 66.3 | 15.1 |
| inverters | 1 | 3.75 | 0.855 |
| clock inverters | 1 | 5.00 | 1.14 |
| repair buffers | 6 | 58.8 | 13.4 |
## report_power, final
part	switching [mW]	internal (mW)	total (mW)	leakage, nW
Sequential	0.0667	0.378	0.445	0.105
Combinational	0.0397	0.118	0.157	0.0544
Clock	0.0968	0.113	0.210	0.0177
Total	0.203	0.609	0.813	0.178
## routing by layer
metal,GRT usage [%],vias to the layer above,wire length (µm)
li1,-,84,-
met2,1.52,8,180
met5,0,-,0
met3,1.36,0,71
met1,1.76,79,229
met4,0.528,0,0
## cell families after synthesis
| family | share of synthesized area [%] |
|---|---|
| flip-flops | 76.3 |
| buffers and inverters | 1.27 |
| AND-OR/OR-AND | 3.81 |
| XOR/XNOR | 11.9 |
| AND/OR/NAND/NOR | 6.78 |
## cell usage after synthesis (all sizes together)
library cell,n,share of area [%]
xnor2,3,8.9
nor4,1,2.1
dfrtp,9,76
xor2,1,3.0
a21oi,1,1.7
inv,1,1.3
nor3,1,1.7
a31oi,1,2.1
and2,1,3.0
## per-stage QoR
| stage | hold WS [ns] | setup slack, ns | cell area (µm²) | std cells |
|---|---|---|---|---|
| after floorplan | -0.0356 | 0.333 | 295 | 19 |
| after global placement | 0.388 | 0.270 | 413 | 71 |
| after detailed placement | 0.386 | 0.266 | 413 | 71 |
| after CTS | 0.279 | 0.00327 | 437 | 75 |
| after global routing | 0.298 | 0.150 | 439 | 75 |
| final | 0.280 | 0.189 | 439 | 75 |
## final timing paths
kind | startpoint | endpoint | slack [ns]
setup reg to reg | C0.out_d[1] | C0.out_d[3] | 0.23
hold reg to reg | C0.out_d[3] | out[3] | 0.41
max in group asynchronous | rst_n | out[3] | 0.74
hold / removal | rst_n | C0.out_d[2] | 0.28
setup / recovery | out[1] | out[1] | 0.19
min in group clk0 | C0.out_d[3] | out[3] | 0.41
## what timing repair did
item / CTS / global route
setup endpoints to repair: 3 / 1
gates cloned: 0 / 0
resized: 3 / 1
No activity file was given, so power comes from the tool's default toggle rates.
